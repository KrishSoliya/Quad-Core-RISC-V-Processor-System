==> flow/design.v <==
module bus_mux (
    input  logic [3:0]  grant,      
    input  logic [31:0] addr0, data0, input logic we0,
    input  logic [31:0] addr1, data1, input logic we1,
    input  logic [31:0] addr2, data2, input logic we2,
    input  logic [31:0] addr3, data3, input logic we3,
    output logic [31:0] mem_addr,
    output logic [31:0] mem_wdata,
    output logic        mem_we
);
    always_comb begin
        mem_addr = 0; mem_wdata = 0; mem_we = 0;
        case (grant)
            4'b0001: begin  
                mem_addr = addr0; mem_wdata = data0; mem_we = we0;
            end
            4'b0010: begin  
                mem_addr = addr1; mem_wdata = data1; mem_we = we1;
            end
            4'b0100: begin  
                mem_addr = addr2; mem_wdata = data2; mem_we = we2;
            end
            4'b1000: begin  
                mem_addr = addr3; mem_wdata = data3; mem_we = we3;
            end
            default: begin
                mem_addr = 0; mem_wdata = 0; mem_we = 0;
            end
        endcase
    end
endmodule
==> flow/run.sh <==
#!/bin/bash
# OpenROAD 26Q1-2900-gdf79404cd8, Yosys 0.63+post, stock flow scripts
make -C /OpenROAD-flow-scripts/flow DESIGN_CONFIG=/design/flow/config.mk WORK_HOME=/design/flow/orfs finish
==> flow/config.mk <==
export PLATFORM = sky130hd
export DESIGN_NAME = bus_mux
export DESIGN_NICKNAME = bus_mux
export VERILOG_FILES = /design/flow/design.v
export SDC_FILE = /design/flow/constraint.sdc
export NUM_CORES = 4
export LEC_CHECK = 1
export CORE_AREA = 10 10 134 134
export DIE_AREA = 0 0 144 144
==> flow/constraint.sdc <==
current_design bus_mux

set clk_period 14.4
set clk_io_pct 0.2

create_clock -name clk0 -period $clk_period

set non_clock_inputs [all_inputs -no_clocks]
set_input_delay [expr $clk_period * $clk_io_pct] -clock clk0 $non_clock_inputs
set_output_delay [expr $clk_period * $clk_io_pct] -clock clk0 [all_outputs]
==> flow_summary.json <==
{
  "status": "finished clean",
  "rsz0062_at_grt": "no",
  "syn2layout_area_growth_pct": 225,
  "fin_ws_ns": 6.22,
  "post-place-ws_ns": 6.23,
  "detail-route-antenna-nets": 0,
  "met1_usage_pct": 14.9,
  "drive_above_1_share_pct": 1.87,
  "top_cell": "a22oi_1",
  "gr-usage-met2_pct": 20.9,
  "finalHoldViolCount": 0,
  "powerDensity_mw_per_mm2": 25.3,
  "cpPeakStageDelay_ns": 0.63,
  "tightest_slew_ns": 0.764,
  "yosysTopAreaCell": "a22oi_1",
  "io_pins": 329,
  "endpoint_kind": "primary output",
  "clock_buffers": 0,
  "power_mw": 0.126,
  "fin_crit_sh_pct": 56.8,
  "chipWidth_um": 144,
  "initCoreUtil_pct": 10.1,
  "vias": 3324,
  "ys_seq_share_pct": 0,
  "drv_cap": 0,
  "flop_area_sq_um": 0,
  "combPwrFrac_pct": 100.0,
  "overflow": 0,
  "common_cells": "130 x a22oi_1, 50 x o21ai_1, 19 x buf_2",
  "setup_tns_ns": 0,
  "critPathSlowestCell": "buf_4",
  "intPower_mw": 0.0909,
  "worstPathRequired_ns": 11.52,
  "syn_inst": 235,
  "worstHoldPathType": "in2out",
  "globalplace.congestion": 0.976,
  "core.rowCount": 45,
  "portBuffers": 329,
  "busiest_layer": "met2",
  "p_leak_nw": 1.57,
  "drcViolationCount": 0,
  "placed_cells": 722,
  "synth_top_area_share_pct": 64.0,
  "relSlewSlack_pct": 49.1,
  "start_kind": "input port",
  "arrival_ns": 5.30,
  "synth_area_per_cell_sq_um": 6.48,
  "fin_cells": 723,
  "coreArea_sq_mm": 0.0151,
  "swShare_pct": 27.6,
  "critical_path_class": "in2out",
  "post_cts_resized": 0,
  "wirelength_um": 14100,
  "ys_types": 9,
  "grt_max_degree": 66,
  "syn_area_sq_mm": 0.00152,
  "drv_slew": 0,
  "dieHeight_um": 144,
  "antenna_found_initial": 1,
  "worstPathCellList": "clkdlybuf4s50_1 > nor4b_4 > buf_4 > a22oi_1 > o21ai_0 > clkdlybuf4s50_1",
  "warning_count": 32,
  "yosys_warnings": 1,
  "cp_max_fo": 65,
  "cp_common_cell": "clkdlybuf4s50_1",
  "grt_pass1_wl_um": 20200,
  "synth_stat.cells": 235,
  "drtPass1Iterations": 5,
  "grt_usage_pct": 12.2,
  "p_switching_mw": 0.0346,
  "max_freq_mhz": 122,
  "cts_setup_buffers": 0,
  "grt_pass1_vias": 3476,
  "fin_crit_ns": 8.18,
  "p_clk_share_pct": 0,
  "seqPwrFrac_pct": 0,
  "holdWs_ns": 6.78,
  "setup_viol": 0,
  "dp_hpwl_um": 11200,
  "yosysChipArea_sq_mm": 0.00152,
  "flop-count": 0,
  "cp_top_family": "buffers and inverters",
  "routedWlPerCell_um": 19.5,
  "postCtsHoldBufs": 0,
  "vdd_ir_drop_max_uv": 18.0,
  "cp_num_buf_inv": 3,
  "met3_usage_pct": 4.19,
  "top_cells_by_area": "a22oi_1 64%, o21ai_1 16%, buf_2 6.2%, o21ai_0 4.9%, clkbuf_1 2.7%",
  "drtIter0Drc": 272,
  "vias_per_cell": 4.60,
  "chipArea_sq_mm": 0.0207
}
cell type report:
class                           instances  area [sq um]
Tap cell                              188           235
Fill cell                            1496         10200
Multi-Input combinational cell        200          1380
Antenna cell                            1          2.50
Timing Repair Buffer                  334          3330
power by group through the flow:
stage / clock network (mW) / registers, mW / logic [mW]
after CTS: 0 / 0 / 0.126
after global routing: 0.00000000929 / 0 / 0.135
final: 0.00000000929 / 0 / 0.126
routing by layer:
layer  up-vias  part of all wire (%)
met1      1504                    36
met2       212                    51
met4         0                   1.0
met3        10                    12
li1       1598                     -
met5         -                     0
final timing paths:
kind      start            end  slack, ns  cells after the start
min   data0[30]  mem_wdata[30]       6.78                      4
max    grant[3]  mem_wdata[31]       6.22                      6
layout by cell type (no fill, tap or decap):
cell type / netlist / routed
buf_4: 5 / 5
or2_2: 1 / 1
nor4b_4: 0 / 2
a22oi_1: 130 / 130
o21ai_1: 50 / 50
o21ai_0: 15 / 15
nor2b_4: 0 / 2
diode_2: 0 / 1
clkdlybuf4s50_1: 0 / 329
cell families (layout without fill, tap and decap cells):
family                 after synthesis  after routing  share of synthesized area, %
AND-OR/OR-AND                      195            195                          85.4
buffers and inverters               35            334                          11.4
AND/OR/NAND/NOR                      5              5                          3.20
other                                0              1                             0
metrics by stage:
stage	utilization, %	instance area [sq um]
after floorplan	-	1520
after global placement	32.7	4950
after detailed placement	32.7	4950
after CTS	32.7	4950
after global routing	32.7	4950
final	32.7	4950
Power and IR drop assume default switching activity.
