<file path="constraint.sdc">
current_design reg_file

set clk_period 9.8
set clk_io_pct 0.2

create_clock -name clk0 -period $clk_period [get_ports {clk}]

set non_clock_inputs [all_inputs -no_clocks]
set_input_delay [expr $clk_period * $clk_io_pct] -clock clk0 $non_clock_inputs
set_output_delay [expr $clk_period * $clk_io_pct] -clock clk0 [all_outputs]
</file>
<file path="design.v">
module reg_file (
    input  logic        clk,
    input  logic        we,
    input  logic [4:0]  rs1,
    input  logic [4:0]  rs2,
    input  logic [4:0]  rd,
    input  logic [31:0] wdata,
    output logic [31:0] rdata1,
    output logic [31:0] rdata2
);
    logic [31:0] regs [0:31];
    always_ff @(posedge clk) begin
        if (we && rd != 0) begin
            regs[rd] <= wdata;
        end
    end
    assign rdata1 = (rs1 == 0) ? 0 : regs[rs1];
    assign rdata2 = (rs2 == 0) ? 0 : regs[rs2];
endmodule
</file>
<file path="config.mk">
export PLATFORM = sky130hd
export DESIGN_NAME = reg_file
export DESIGN_NICKNAME = reg_file
export VERILOG_FILES = /design/flow/design.v
export SDC_FILE = /design/flow/constraint.sdc
export NUM_CORES = 4
export LEC_CHECK = 1
export CORE_UTILIZATION = 30
</file>
<file path="run.sh">
#!/bin/bash
# OpenROAD 26Q1-2900-gdf79404cd8, Yosys 0.63+post, stock flow scripts
make -C /OpenROAD-flow-scripts/flow DESIGN_CONFIG=/design/flow/config.mk WORK_HOME=/design/flow/orfs finish
</file>
==> job_summary.md <==
## PnR job results

| Metric | Value |
|---|---|
| DR pass1 iterations | `5` |
| Final WL | `156,000 um` |
| Most area-hungry cell type in the Yosys netlist | `edfxtp_1` |
| HPWL Detailed | `between 80,000 and 90,000 um` |
| CTS root buf | `clkbuf_16` |
| Reg with most FFs | `regs` |
| Worst setup path end | `rdata1[22]` |
| Least-Margin Pin Slew | `1020 ps` |
| Outcome | `finished, final reports clean` |
| Finished Cell Area | `between 50,000 and 60,000 um^2` |
| Cell Type Count | `39` |
| Gate Count Post-Synth | `around 2,600` |
| Simple share | `2.18%` |
| Synth mux share | `between 20 and 30%` |
| Post-CTS sizing | `0` |
| Number of OpenROAD warnings | `26` |
| Cycle use final | `77.1%` |
| Startpoint Class | `input port` |
| Peak Freq | `132 MHz` |
| Top cells by area | `edfxtp_1 (64%), mux4_2 (15%), mux2i_1 (6.7%)` |
| Largest net degree at the start of global routing | `around 94` |
| Synth Area in Compound Gates | `6.15%` |
| Max reg flops | `1,024` |
| Synth Area per Inst | `18.7 um^2` |
| GRT Residual Overflow | `0` |
| I/O pin total | `113` |
| CORE AREA | `158,000 um^2` |
| Chip width | `402 um` |
| Top Registers | `regs (1024)` |
| Final Hold Viols | `0` |
| CTS tree | `built` |
| Yosys xor share | `0%` |
| Critical path type | `input port to output port` |
| EDFF count, synth | `1,024` |
| Commonest cells post-synth | `edfxtp_1 (1,024), mux2i_1 (320), mux4_2 (316), clkbuf_1 (98), nand2_1 (85)` |
| Critical path capture point type | `output port` |
| CTS sink count | `1,024` |
| Antenna violations before repair | `7` |
| Die ar. | `between 150,000 and 200,000 um^2` |
| Die extent in y | `402 um` |
| Detailed-route via count | `27,800` |
| Fin Setup TNS | `0 ps` |
| CTS buffer count | `~100` |
| Main flop type | `edfxtp_1` |
| Ys async rst share | `0%` |
| Fin crit period | `7550 ps` |
| Hold buffers post-CTS | `0` |
| Yosys cell count | `2,564` |
| Drt drc | `0` |
| H-tree depth | `3` |
| First-pass GRT wire length | `219,000 um` |
| Post-CTS Setup Bufs | `0` |
| Final setup margin | `around 2200 ps` |
| Critical path origin | `rs1[2]` |
| Fin. max-slew vios | `0` |
| Worst-path clk slew | `60 ps` |
| PwrDens | `approximately 180 nW/um^2` |
| Average wire per standard cell | `31.9 um` |
| IO buf count | `112` |
| Register area share after synthesis | `64.2%` |
| Final Setup Violations | `0` |
| RSZ-0062 raised after global routing | `no` |
| Required time worst endpoint | `roughly 8000 ps` |
| Syn. warnings | `1` |
| Initial core utilization | `30.2%` |
| Hold Path Class | `input port to flop` |
| Iter 0 DRT Violations | `1,708` |
| Overall Global Routing Usage | `20.5%` |
| Layout area overhead | `15.5%` |
| Peak supply drop | `about 0.00013 V` |
| Synth top area share | `64.2%` |
| CP max FO | `between 90 and 100` |
| Yosys stat area | `47,900 um^2` |
| Max_cap viols | `0` |
| Setup Slack @ Placement | `~2200 ps` |
| Dpl cell area | `between 50,000 and 60,000 um^2` |
| Worst slew margin | `between 30% and 40%` |
| Max Buffers Root-to-Sink | `3` |
| CP arrival | `5590 ps` |
| ANT nets after route | `0` |
| Share of cells above drive strength 1 | `26.8%` |
| Leakage power | `about 18 nW` |
| Vias in the first global route | `30,900` |
| Yosys top cell by instances | `edfxtp_1` |
| Row cnt | `146` |
| Cell Area, Synth | `47,900 um^2` |
| Gp weighted congestion | `0.883` |
| Synth Register Bits | `1,024` |
| Fraction of the mapped netlist area in adder cells | `0%` |
| Synth logic family | `multiplexers` |
| Vias per std cell | `about 5.7` |
## critical path, stage by stage
cell and delay, ps:
buf_8 460, buf_12 530, buf_4 680, mux2i_1 160, a221oi_1 310, o21ai_0 180, a311oi_1 510, clkdlybuf4s50_1 560
## per-stage QoR
| step | hold slack [ps] | power, mW | util, % | instances |
|---|---|---|---|---|
| after detailed placement | 2790 | 5.90 | 32.8 | 4706 |
| after floorplan | 2060 | 5.49 | - | 2595 |
| after global routing | 2100 | 9.98 | 34.9 | 4892 |
| after global placement | 2790 | 5.90 | 32.8 | 4706 |
| after CTS | 2040 | 9.77 | 34.9 | 4891 |
| final | 2070 | 9.72 | 34.9 | 4892 |
## cell type report
type                       count  area, um^2
fill                       14500      103000
sequential                  1024       30700
multi-input combinational   1354       16400
clock buffer                 123        2650
tap                         2072        2590
timing repair buffer         254        2270
clock inverter                62         642
inverter                       2        10.0
antenna                        1        2.50
## metal layers
metal | GRT usage (%) | wire, um | share of wire [%]
met5 | 2.23 | 446 | 0.29
met3 | 17.2 | 29300 | 19
met4 | 6.28 | 5980 | 3.8
met1 | 21.4 | 48300 | 31
met2 | 30.5 | 71900 | 46
## kinds of logic (layout without fill, tap and decap cells)
| logic type | Yosys count | in the layout |
|---|---|---|
| other | 1 | 33 |
| DFF | 1024 | 1024 |
| AOI/OAI and AO/OA | 374 | 374 |
| and+or+nand+nor | 212 | 212 |
| buffers and inverters | 217 | 441 |
| muxes | 736 | 736 |
## how the worst min path moves through the flow
stage / startpoint / endpoint / slack (ps) / cells after the start
finish: wdata[22] / regs[25][22]$_DFFE_PP_ / 2070 / 2
global route: wdata[22] / regs[25][22]$_DFFE_PP_ / 2100 / 2
CTS: wdata[22] / regs[25][22]$_DFFE_PP_ / 2040 / 2
## where the power goes
part / internal [mW] / switching (mW)
Clock: 2.24 / 1.68
Sequential: 4.88 / 0.0262
Combinational: 0.380 / 0.521
## layout by cell type, fill, tap and decap left out, types with 36 or more instances in the layout
cell	count
a211oi_1	53
o21ai_0	50
a22oi_1	64
mux2_2	64
buf_4	137
mux4_2	316
clkbuf_16	103
mux2i_1	320
edfxtp_1	1024
a221oi_1	38
nand2_1	85
o221ai_1	64
clkdlybuf4s50_1	102
mux4_1	36
Power figures rest on the tool's default switching activity, not on a simulated workload.
