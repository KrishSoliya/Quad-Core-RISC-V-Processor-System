**./run.sh**
```bash
#!/bin/bash
# OpenROAD 26Q1-2900-gdf79404cd8, Yosys 0.63+post, stock flow scripts
make -C /OpenROAD-flow-scripts/flow DESIGN_CONFIG=/design/flow/config.mk WORK_HOME=/design/flow/orfs finish
```
**./config.mk**
```make
export PLATFORM = sky130hd
export DESIGN_NAME = instruction_rom
export DESIGN_NICKNAME = instruction_rom
export VERILOG_FILES = /design/flow/design.v
export SDC_FILE = /design/flow/constraint.sdc
export NUM_CORES = 4
export LEC_CHECK = 1
export CORE_AREA = 10 10 70 70
export DIE_AREA = 0 0 80 80
```
**./constraint.sdc**
```tcl
current_design instruction_rom

set clk_period 2.8
set clk_io_pct 0.2

create_clock -name clk0 -period $clk_period

set non_clock_inputs [all_inputs -no_clocks]
set_input_delay [expr $clk_period * $clk_io_pct] -clock clk0 $non_clock_inputs
set_output_delay [expr $clk_period * $clk_io_pct] -clock clk0 [all_outputs]
```
**./design.v**
```verilog
module instruction_rom (
    input  logic [31:0] addr,
    output logic [31:0] instruction
);
    logic [5:0] addr_index;
    assign addr_index = addr[5:0];
    always_comb begin
        case (addr_index) 
            6'd0:  instruction = 32'h00100093;  
            6'd4:  instruction = 32'h00200113;  
            6'd8:  instruction = 32'h002081b3;  
            6'd12: instruction = 32'h00302023;  
            6'd16: instruction = 32'h00000033;  
            default: instruction = 32'h00000013;  
        endcase
    end
endmodule
```
==> run summary <==
Physical implementation

The flow ran to the end, and the final reports show no timing, DRC or antenna violations. The most critical hold endpoint after final layout shows a slack of 1.68 ns. The die extent in y is 80 um. The synthesized netlist occupies a cell area of 292 um2. Per the detail_route report, inserted antenna diodes total 0. For reference, the critical path cell chain is clkdlybuf4s50_1 > or4_4 > nor2_2 > clkdlybuf4s50_1.

The number of global-route vias before repair was 294. The highest supply drop recorded on VDD is 8.64 uV. Per the repair_timing log after CTS, setup buffers inserted total 0.

The static leakage is 0.207 nW. By startpoint and endpoint, the worst setup path is classified as input pin to output port. The chip area is 6400 um2. Per the detail_route report, the via count comes to 240. The instance tally after logic synthesis is 40. Between the synthesized netlist and the finished layout, the area growth was recorded as 48.5%.

The die width is 80 um. Endpoints failing hold in the final report were tallied at 0. The data required time reported for the critical path is 2.24 ns. STA puts the critical path data arrival time at 2.17 ns. The total overflow left after global routing is 0. Summed over all nets, the switching power comes to 12.3 uW. Of the available clock period, the critical path in the final layout requires 0.976.

The placement row count is 21. The first detailed-routing pass took 2 iterations. The number of DRC violations after detailed-routing iteration 0 is 7.

The sum of internal, switching and leakage power is 29.3 uW. The proportion of synthesized chip area in sequential cells is 0. The proportion of netlist area held by the largest area contributor is 0.618. The share of layout cells above drive strength 1 is 0.196. The sequential standard cell area is 0 um2. The OpenROAD warning count is 59. The post-route DRC violation count is 0. The wire length per cell is 8.40 um. STA classifies the critical path startpoint as an input pin. For this design, the slowest cell found on the critical path is sky130_fd_sc_hd__or4_4. The multi-input combinational cells in the finished layout cover a total of 205 um2.

Counting the clock-network buffers in the layout gives 0. The post-placement cell count is 102. The part of the total power dissipated in sequential elements is 0. The combinational cell fraction of total power is 1.000. Per the post-route antenna check, the number of violating nets is 0. Excluding fillers, the count of instances in the completed layout stands at 102. The core box area is 3420 um2. Per the synthesis report, the dominant area consumer among library cells is sky130_fd_sc_hd__buf_4. The library cell appearing most often on the critical path is sky130_fd_sc_hd__clkdlybuf4s50_1. The first global-routing pass estimated 1.34 mm of wire. The capturing element type of the critical path is an output port.

The total placed instance area is 422 um2. The synthesized netlist was found by Yosys to have 40 cells. The chip area line in the Yosys stat output reads 292 um2.

The final weighted congestion recorded by global placement is 0.672. In this run the mean area of a mapped cell was 7.29 um2. The number of different library cells used by synthesis comes to 13. The power density over the cells is 67.6 nW/um2. The cell family contributing the most delay on the critical path is buffers and inverters. The max-cap check violation count is 0. Setup repair after global routing could not meet its margin everywhere. The total of hold buffers inserted after clock tree synthesis is 0. The sum of net half-perimeters after detailed placement is 792 um. The layout has 396 filler cells.

The cell-internal power is 16.9 uW. In this design, the stage delay of the slowest critical-path cell is 0.59 ns. The number of ports placed on the die boundary is 64. The maximum fanout encountered on the critical timing path is 4.

Counting pins that exceed their max-slew limit in the final report gives 0. Switching power as a fraction of the total was reported as 0.421. After synthesis, the cell types taking the most area are sky130_fd_sc_hd__buf_4 62%, sky130_fd_sc_hd__a2111oi_2 5.2%, sky130_fd_sc_hd__nor2_1 5.2%. The wire length after detailed routing is 857 um. The initial antenna violation count was 0. The script reports the combined buffer and inverter count of the critical path as 2. The synthesis report lists the Yosys warning total as 1.

Total global-route track usage over all layers is 0.0238. The tightest min-delay check is of the input pin to output port type. For this run, the detailed router reports a per-instance via density of 2.35. The post-route utilization of the core is recorded as 0.127. The post-route cell area is 433 um2. The clock period could shrink to 2.73 ns. The end-of-flow timing check tallies setup violations at 0. The core utilization before placement is 0.0853. The number of buffers added on ports is 14.

The maximum frequency from static timing analysis is 0.366 GHz. The number of sequential cells reported for the layout is 0. Of the total power, the clock network draws 0. Entering global routing, the biggest net connects 7 pins.
==> stage by stage <==
stage          setup TNS, ns  setup WS [ns]
6_report                   0         0.0685
4_1_cts                    0        0.00766
3_3_place_gp          -0.106        -0.0626
2_1_floorplan              0           1.02
3_5_place_dp         -0.0983        -0.0644
5_1_grt             -0.00172       -0.00172
==> final cells by class <==
type               instances  share of cell area
multi-input cells         38               0.474
repair buffers            18               0.393
well taps                 46               0.133
==> worst min-delay path, stage by stage <==
cell and delay, ns:
sky130_fd_sc_hd__dlygate4sd2_1 0.27, sky130_fd_sc_hd__a2111oi_2 0.07, sky130_fd_sc_hd__dlygate4sd2_1 0.23
==> per-layer routing <==
metal	routed length, um	global-route usage	share of wire	vias up
met2	393	0.0401	0.46	21
li1	-	-	-	115
met4	0	0	0	0
met3	59	0.00341	0.069	0
met5	0	0	0	-
met1	404	0.0330	0.47	104
==> cells by family (layout without fill, tap and decap cells) <==
kind of cell,count (synthesis),after routing,synth area share
compound gates,1,1,0.0515
simple gates,12,12,0.275
other cells,2,24,0.0258
buf+inv,24,18,0.618
xor+xnor,1,1,0.0300
==> what timing repair did <==
action / 4_1_cts / 5_1_grt
pin swaps: 1 / 2
resized: 2 / 4
endpoints found under the hold margin: 0 / 0
setup endpoints to repair: 2 / 4
==> Yosys cell counts (all sizes together) <==
cell type and instances:
nor4 1, nor3b 1, or4 1, conb 2
nand3 1, nor2 4, buf 24, a2111oi 1
and2 1, and3 1, or3b 1, or2b 1
xor2 1
==> final timing paths <==
check / startpoint / endpoint / slack, ns / depth (start not counted)
setup / recovery: addr[5] / instruction[21] / 0.07 / 4
hold / removal: addr[1] / instruction[5] / 1.68 / 3
==> cell usage in the layout, fill, tap and decap left out <==
| master | Yosys | layout |
|---|---|---|
| sky130_fd_sc_hd__conb_1 | 2 | 24 |
| sky130_fd_sc_hd__clkdlybuf4s50_1 | 0 | 11 |
| sky130_fd_sc_hd__buf_4 | 24 | 4 |
| sky130_fd_sc_hd__nor2_2 | 0 | 2 |
| sky130_fd_sc_hd__nor2_1 | 4 | 2 |
| sky130_fd_sc_hd__dlygate4sd2_1 | 0 | 2 |
| sky130_fd_sc_hd__xor2_1 | 1 | 1 |
| sky130_fd_sc_hd__or4_4 | 1 | 1 |
| sky130_fd_sc_hd__nor3b_2 | 1 | 1 |
| sky130_fd_sc_hd__nor4_2 | 0 | 1 |
| sky130_fd_sc_hd__nand3_1 | 1 | 1 |
| sky130_fd_sc_hd__or3b_1 | 1 | 1 |
| sky130_fd_sc_hd__or2b_1 | 1 | 1 |
| sky130_fd_sc_hd__a2111oi_2 | 1 | 1 |
| sky130_fd_sc_hd__and3_2 | 1 | 1 |
| sky130_fd_sc_hd__and2_1 | 1 | 1 |
| sky130_fd_sc_hd__dlymetal6s2s_1 | 0 | 1 |
==> power by group through the flow <==
stage	clock network, mW	registers (mW)	logic (mW)
global route	0	0	0.0338
CTS	0	0	0.0293
finish	0	0	0.0293
Power is estimated from default activity; no workload was simulated.
